[./run.sh]
#!/bin/bash
# OpenROAD 26Q1-2900-gdf79404cd8, Yosys 0.63+post, stock flow scripts
make -C /OpenROAD-flow-scripts/flow DESIGN_CONFIG=/design/flow/config.mk WORK_HOME=/design/flow/orfs finish
[./config.mk]
export PLATFORM = sky130hd
export DESIGN_NAME = pma_reset_handler
export DESIGN_NICKNAME = pma_reset_handler
export VERILOG_FILES = /design/flow/design.v
export SDC_FILE = /design/flow/constraint.sdc
export NUM_CORES = 4
export LEC_CHECK = 1
export CORE_AREA = 10 10 101 101
export DIE_AREA = 0 0 111 111
[./constraint.sdc]
current_design pma_reset_handler

set clk_period 4.2
set clk_io_pct 0.2

create_clock -name clk0 -period $clk_period [get_ports {clk}]

set non_clock_inputs [all_inputs -no_clocks]
set_input_delay [expr $clk_period * $clk_io_pct] -clock clk0 $non_clock_inputs
set_output_delay [expr $clk_period * $clk_io_pct] -clock clk0 [all_outputs]
[./design.v]
`timescale 1ns / 1ps
module pma_reset_handler (
    input clk,
    input rst, 
    input reset_done,
    input [15:0] status_vector,
    output reg pma_reset
);
reg [23:0] counter;
reg [4:0] pma_reset_vec;
always @(posedge clk ) begin
    if (rst) begin
        counter <= 24'b0;
        pma_reset_vec <= 5'b0;
        pma_reset <= 1'b0;
    end
    else begin
        counter <= counter + reset_done;    
        pma_reset <= pma_reset_vec[4];     
        if ((counter == 156250) || (reset_done && status_vector[1])) begin  
            counter <= 24'b0;
            if (counter == 156250)  begin     
                pma_reset_vec <= 5'h1F;        
            end
            else begin                                      
                pma_reset_vec <= { pma_reset_vec[3:0],1'b0};
            end
        end 
        else begin                                  
            pma_reset_vec <= { pma_reset_vec[3:0],1'b0}; 
        end
    end
end
endmodule
==> flow_metrics.env <==
# flow metrics
export IMPL_outcome="finished clean"
export IMPL_postCtsHoldBufs=0
export IMPL_chipWidth_um=111
export IMPL_openroad_warnings=40
export IMPL_htreeDepth=2
export IMPL_dieHeight_um=111
export IMPL_fin_crit_ns=2.70
export IMPL_grt_max_degree=12
export IMPL_finalSetupViolations=0
export IMPL_place_area_mm2=0.00154
export IMPL_instances_no_fill=270
export IMPL_critPathLaunchType="input port"
export IMPL_power_density_mw_per_mm2=393
export IMPL_synth_top_cell_area_share_pct=43.0
export IMPL_crit_family="simple AND/OR/NAND/NOR gates"
export IMPL_power_frac_seq_pct=43.3
export IMPL_core_area_mm2=0.00813
export IMPL_pin_count=20
export IMPL_arrival_ns=2.90
export IMPL_yosys_stat_seqShare_pct=43.0
export IMPL_stdcell_area_mm2=0.00169
export IMPL_fp_util_pct=17.2
export IMPL_hold_viol_final=0
export IMPL_min_path_type="register to register"
export IMPL_comb_power_share_pct=2.0
export IMPL_dieArea_mm2=0.0123
export IMPL_insertion_delay_ns=0.28
export IMPL_initialDrtViolationCount=35
export IMPL_path_common_cell="ha_1"
export IMPL_clockPowerShare_pct=54.7
export IMPL_maxCapViolations=0
export IMPL_crit_path_end_kind="register"
export IMPL_finalClockPeriodUsage_pct=64.2
export IMPL_cts_root_buf="clkbuf_8"
export IMPL_dp_cells=262
export IMPL_totalWireLength_um=2720
export IMPL_syn_cell_area_mm2=0.00140
export IMPL_synth_flops=30
export IMPL_worst_pin_slew_ns=0.726
export IMPL_peakVddDrop_v=0.000118
export IMPL_first_pass_iters=4
export IMPL_wl_per_cell_um=10.1
export IMPL_p_leak_nw=0.531
export IMPL_grt_ovfl_total=0
export IMPL_grt_usage_pct=4.42
export IMPL_max_slew_margin_pct=51.3
export IMPL_cp_cell_sequence="clkdlybuf4s50_1, ha_1, ha_1, and4_1, nand4_1, or3_1, a21oi_1"
export IMPL_post_cts_setup_buffers=0
export IMPL_synth_area_top_cells="dfxtp_1 (43%), xnor2_1 (6.9%), nor2_1 (5.1%)"
export IMPL_clk_path_buf_depth=2
export IMPL_portBuffers=4
export IMPL_gp_congestion=0.807
export IMPL_diodes=0
export IMPL_yosys_cell_types_count=33
export IMPL_ys_warn_count=1
export IMPL_cts_resized=0
export IMPL_num_vias=1090
export IMPL_ys_cells=159
export IMPL_yosysTopAreaCell="dfxtp_1"
export IMPL_via_per_inst=4.04
export IMPL_avgSynthCellArea_um2=8.79
export IMPL_numCtsBuffers=5
export IMPL_cp_buffers_inverters=1
export IMPL_areaGrowthSynthToFinish_pct=20.6
export IMPL_cts_sinks=30
export IMPL_rows=33
export IMPL_fin_setup_tns_ns=0
export IMPL_max_freq_mhz=371
export IMPL_synthesis_instances=159
export IMPL_p_sw_mw=0.118
export IMPL_worstPathMaxFanout=5
export IMPL_slowest_stage="clkdlybuf4s50_1"
export IMPL_grt_pass1_vias=1031
export IMPL_hold_slack_ns=0.430
export IMPL_fin_worst_skew_ns=0.00582
export IMPL_critPathKind="input port to register"
export IMPL_crit_required_ns=4.41
export IMPL_clk_pin_slew_ns=0.07
export IMPL_remaining_drc_errors=0
export IMPL_antenna_found_initial=0
export IMPL_yosys_stat_area_mm2=0.00140
export IMPL_rsz0062_at_grt="false"
export IMPL_intPower_mw=0.544
export IMPL_cts_tree="yes"
export IMPL_dpl_hpwl_um=1870
export IMPL_reg2reg_slack_ns=2.19
export IMPL_swShare_pct=17.8
export IMPL_power_mw=0.662
export IMPL_grt_pass1_wl_um=4850
export IMPL_drtAntennaViolNets=0
export IMPL_maxSlewViolCount=0
export IMPL_drive_gt1_share_pct=7.27
export IMPL_max_stage_delay_ns=0.48
==> metal layers <==
metal	routed length (um)	GRT usage (%)
met3	87	1.20
met5	0	0
met4	63	0.868
met2	1120	6.29
met1	1450	6.51
==> power groups by stage <==
stage     sequential [mW]  clock (mW)  combinational [mW]
6_report            0.287       0.362              0.0131
4_1_cts             0.287       0.368              0.0134
5_1_grt             0.287       0.382              0.0147
==> per-stage QoR <==
step                setup WS [ns]  utilization [%]
finish                       1.50             20.7
global route                 1.34             20.7
CTS                          1.54             20.7
detailed placement           1.29             19.0
global placement             1.28             19.0
floorplan                    2.03                -
==> cell usage in the layout, fill, tap and decap left out, types with 2 or more instances in the layout <==
cell type,synthesis,layout
nand2_1,5,5
nand4_1,7,7
or3_1,3,3
a21oi_1,11,11
dfxtp_1,30,30
mux2i_1,2,2
o21ai_0,7,6
inv_1,7,7
nand3_1,12,12
nor4_1,3,3
and3_1,5,5
nor3_1,6,6
clkdlybuf4s50_1,0,4
and4_1,4,4
nor4b_1,3,3
xor2_1,3,3
xnor2_1,11,11
nor2_1,19,19
clkbuf_8,0,6
ha_1,2,2
bufinv_16,0,2
==> sequential cells by signal, indices dropped and copies added (netlist names) <==
signal         flops
counter           24
pma_reset          1
pma_reset_vec      5
==> synth_stat cells <==
master,count
a21oi_1,11
a31oi_1,1
and2_1,1
and3_1,5
and4_1,4
buf_2,4
clkbuf_1,1
clkbuf_2,2
dfxtp_1,30
ha_1,2
inv_1,7
mux2i_1,2
nand2_1,5
nand3_1,12
nand4_1,7
nand4_2,1
nand4_4,1
nand4b_1,1
nand4bb_1,1
nor2_1,19
nor2b_1,1
nor3_1,6
nor3b_1,1
nor4_1,3
nor4b_1,3
nor4b_4,1
o21ai_0,7
o31ai_1,1
or2_1,1
or3_1,3
or4_1,1
xnor2_1,11
xor2_1,3
==> cells by family after synthesis <==
| family | synth area share (%) |
|---|---|
| mux | 1.43 |
| flops | 43.0 |
| buf+inv | 4.30 |
| compound gates | 7.43 |
| fa+ha+maj | 1.79 |
| simple gates | 33.3 |
| xor+xnor | 8.77 |
==> worst paths after layout <==
check	endpoint	start	cells after the start
max	counter[20]	reset_done	7
min	pma_reset_vec[4]	pma_reset_vec[3]	2
max reg2reg	counter[12]	counter[3]	5
min reg2reg	pma_reset_vec[4]	pma_reset_vec[3]	2
==> area by class of cell <==
cell class	instances	area [um2]
inverters	7	26.3
clock inverters	2	60.1
repair buffers	5	47.5
flip-flops and latches	30	601
multi-input cells	115	737
well taps	105	131
fillers	857	6450
clock buffers	6	82.6
==> worst reg2reg max path, stage by stage (launching register included) <==
cell and delay (ns):
dfxtp_1 0.46, and3_1 0.31, nand4_1 0.15, o21ai_1 0.61, buf_4 0.30, nor2_1 0.06
Power and IR drop assume default switching activity.
